$ cat /design/flow/config.mk
export PLATFORM = sky130hd
export DESIGN_NAME = mfp_ejtag_reset
export DESIGN_NICKNAME = mfp_ejtag_reset
export VERILOG_FILES = /design/flow/design.v
export SDC_FILE = /design/flow/constraint.sdc
export NUM_CORES = 4
export LEC_CHECK = 1
export CORE_AREA = 10 10 70 70
export DIE_AREA = 0 0 80 80
$ cat /design/flow/constraint.sdc
current_design mfp_ejtag_reset

set clk_period 1.5
set clk_io_pct 0.2

create_clock -name clk0 -period $clk_period [get_ports {clk}]

set non_clock_inputs [all_inputs -no_clocks]
set_input_delay [expr $clk_period * $clk_io_pct] -clock clk0 $non_clock_inputs
set_output_delay [expr $clk_period * $clk_io_pct] -clock clk0 [all_outputs]
$ cat /design/flow/design.v
module mfp_ejtag_reset(
             input        clk,
             output reg   trst_n);
  reg [3:0] trst_delay;
  always @(posedge clk) begin
    if (trst_delay == 4'hf)
      trst_n <= 1'b1;
    else begin
      trst_n <= 1'b0;
      trst_delay <= trst_delay + 4'b1;
    end
  end
endmodule
$ cat /design/flow/run.sh
#!/bin/bash
# OpenROAD 26Q1-2900-gdf79404cd8, Yosys 0.63+post, stock flow scripts
make -C /OpenROAD-flow-scripts/flow DESIGN_CONFIG=/design/flow/config.mk WORK_HOME=/design/flow/orfs finish
==> notes.md <==
flow finished, numbers: DRC violation count after routing 0, Post-Synthesis Mean Instance Area 15.8 sq um, end-of-flow core utilization 8.35%, via count 90, last weighted congestion value of the routability-driven placer 0.602, post-synth cell types 8, chip area in the Yosys report 190 sq um, port bufs 1, vertical die dimension 80 microns, post-cts repair resize count 0, yosys xor share 9.21%, highest-count logic cell in the final layout edfxtp_1, outcome finished clean, sequence of cells on the critical path clkdlybuf4s50_1, HP Class flop to flop, total routed wirelength 281 microns, simple logic cell fraction of the synthesized area 6.58%, CORE AREA 3420 sq um, horizontal die dimension 80 microns, adder and majority gate portion of the synthesized area 6.58%, type of the worst setup path flop to output port, Yosys top cell area share 63.2%, buffer levels on the longest clock path 2, Top cells excl fill/tap edfxtp_1, clkbuf_4, inv_1, MUX area fraction 0%, CTS H-tree depth 1, worst slack at placement 236 ps, ratio of cells with drive above 1 in the final layout 29.4%, largest delay contributor family on the critical path buffers and inverters, number of iterations in the first detailed-routing pass 1, antenna violations before repair 0, Cells after Synth 12, kind of end point of the critical path output port, residual overflow from global routing 0, maximum operating frequency 0.756 GHz, capture point of the worst reg-to-reg path trst_delay[1]$_DFFE_PP_, hold slack 574 ps, Insertion Delay late pin 240 ps, Fin. Hold Viols 0, largest fanout of any net on the critical path 1, max-slew headroom at the worst pin 90.4%, total die size 6400 sq um, global-route wire length before repair 483 microns, maximum number of pins on one net before global-route repair 5, Period Utilization, post-route 88.1%, total power draw 0.302 mW, data required time of the critical path 1200 ps, Reg2Reg Launch Point trst_delay[0]$_DFFE_PP_, routed length on met1 165 microns, Cell Count, Final, Fillers Out 63, detailed-route wire length per cell 4.46 microns, worst min-delay path startpoint trst_delay[1]$_DFFE_PP_, ranking of synthesized cells by area edfxtp_1, dfxtp_1, ha_1, Hold Path Sink trst_delay[1]$_DFFE_PP_, average vias per placed instance 1.43, GRT Overall Usage 1.05%, sequential cell area 140 sq um, type of origin of the critical path flop, met2 wire len 71 microns, number of global-route vias before repair 121, total clock buffers created by CTS 3, count of inserted antenna diode cells 0, IO Count 2, static leakage 0.103 nW, delay of the slowest cell on the worst path 470 ps, cells in synth_stat.txt 12, number of placement rows 21, unrepaired setup endpoints after global routing false, Fin Setup TNS 0 ps, Compound Share, Synth 0%, effective utilization at floorplan 5.57%, number of hold buffers added after CTS 0, final standard cell area without fillers 285 sq um, number of clock sinks 5, count of yosys warnings during synthesis 1, final critical path time including I/O delays and setup 1320 ps, number of synthesized register bits 5, final clock skew 2.64 ps, Max VDD drop 0.592 mV, Post-CTS Setup Repair Bufs 0, final-report max-slew violation count 0, clock tree from TritonCTS built, final worst slack 178 ps, power per cell area 1060 nW/um^2, Synth area leader edfxtp_1, layout overhead on the synthesized area 50.0%, met3 routed WL 44 microns, number of antenna-violating nets in the routed design 0, total cell area at the placement stage 258 sq um, area taken by multi-input logic gates 42.5 sq um, slew of the pin with the lowest slew margin 144 ps, sequential fraction of the synthesis area 73.7%, Critical-path top delay cell clkdlybuf4s50_1, cell area after synthesis 190 sq um, clk slew on worst S/H paths 50 ps, Worst EP arrival 1020 ps, Root Driver clkbuf_4, number of placed instances, taps included 59, endpoints failing setup 0, max layer used met3, combined buffer and inverter count along the critical path 1, Cells on Worst Hold Path 1, number of DRC markers in iteration 0 0, Fillers 402, register-to-register path setup slack 210 ps, cell depth of the worst flop-to-flop path 3, number of warnings in the stage logs 25, Maximum Capacitance Violations 0, Top logic family XOR/XNOR gates
-- layout make-up --
class                           instances  share of cell area (%)
Sequential cell                         5                    49.1
Tap cell                               46                    20.2
Multi-Input combinational cell          5                    14.9
Clock buffer                            3                    7.89
Timing Repair Buffer                    1                    3.51
Inverter                                2                    2.63
Clock inverter                          1                    1.75
-- cells in the mapped netlist --
library cell,instances
nand3_1,1
xor2_1,1
ha_1,1
xnor2_1,1
edfxtp_1,4
dfxtp_1,1
and3_2,1
inv_1,2
-- flip-flops by register name (all words and copies together) (netlist names) --
signal / count
trst_n: 1
trst_delay: 4
-- worst max path at each step --
stage | start | to | slack (ps) | cells past startpoint
CTS | trst_n$_DFF_P_ | trst_n | 160 | 1
finish | trst_n$_DFF_P_ | trst_n | 180 | 1
global route | trst_n$_DFF_P_ | trst_n | 140 | 1
-- routing by layer --
metal	GRT usage, %	up-vias
met5	0	-
met4	0.176	0
met3	1.36	0
met2	1.20	5
met1	1.14	34
li1	-	51
-- kinds of logic after synthesis --
| logic type | count (synthesis) |
|---|---|
| flops | 5 |
| xor+xnor | 2 |
| buf+inv | 2 |
| simple gates | 2 |
| fa+ha+maj | 1 |
-- power by group --
group / internal [mW] / leakage, nW / switching, mW
logic: 0 / 0.0308 / 0
clock network: 0.0965 / 0.0177 / 0.0576
registers: 0.148 / 0.0546 / 0
No activity file was given, so power comes from the tool's default toggle rates.
